==> design.v <==
`timescale 1ns / 1ps
module ReciprocalLUT (
    input [31:0] d,        
    output reg [31:0] f0   
);
    reg [4:0] lut_index;       
    reg [31:0] lut [0:31];     
    wire [7:0] exponent;       
    wire is_nan, is_inf, is_zero, sign_bit;
    initial begin
        lut[0]  = 32'h3F800000;  
        lut[1]  = 32'h3F000000;  
        lut[2]  = 32'h3E800000;  
        lut[3]  = 32'h3E000000;  
        lut[4]  = 32'h3D800000;  
        lut[5]  = 32'h3D000000;  
        lut[6]  = 32'h3C800000;  
        lut[7]  = 32'h3C000000;  
        lut[8]  = 32'h3B800000;  
        lut[9]  = 32'h3B000000;  
        lut[10] = 32'h3A800000;  
        lut[11] = 32'h3A000000;  
        lut[12] = 32'h39800000;  
        lut[13] = 32'h39000000;  
        lut[14] = 32'h38800000;  
        lut[15] = 32'h38000000;  
        lut[16] = 32'h37800000;  
        lut[17] = 32'h37000000;  
        lut[18] = 32'h36800000;  
        lut[19] = 32'h36000000;  
        lut[20] = 32'h35800000;  
        lut[21] = 32'h35000000;  
        lut[22] = 32'h34800000;  
        lut[23] = 32'h34000000;  
        lut[24] = 32'h33800000;  
        lut[25] = 32'h33000000;  
        lut[26] = 32'h32800000;  
        lut[27] = 32'h32000000;  
        lut[28] = 32'h31800000;  
        lut[29] = 32'h31000000;  
        lut[30] = 32'h30800000;  
        lut[31] = 32'h30000000;  
    end
    assign exponent = d[30:23];
    assign sign_bit = d[31];
    assign is_zero = (d == 32'h00000000);
    assign is_inf  = (exponent == 8'hFF) && (d[22:0] == 0);
    assign is_nan  = (exponent == 8'hFF) && (d[22:0] != 0);
    always @(*) begin
        if (is_zero) begin
            f0 = 32'h7F800000;  
        end else if (is_inf) begin
            f0 = 32'h00000000;  
        end else if (is_nan) begin
            f0 = 32'h7FC00000;  
        end else begin
            if (exponent < 8'd127)
                lut_index = 5'd0;
            else if (exponent > 8'd158)
                lut_index = 5'd31;
            else
                lut_index = exponent - 8'd127;
            f0 = lut[lut_index];
            if (sign_bit) begin
                f0 = {1'b1, f0[30:0]};
            end
        end
    end
endmodule
==> run.sh <==
#!/bin/bash
# OpenROAD 26Q1-2900-gdf79404cd8, Yosys 0.63+post, stock flow scripts
make -C /OpenROAD-flow-scripts/flow DESIGN_CONFIG=/design/flow/config.mk WORK_HOME=/design/flow/orfs finish
==> config.mk <==
export PLATFORM = sky130hd
export DESIGN_NAME = ReciprocalLUT
export DESIGN_NICKNAME = ReciprocalLUT
export VERILOG_FILES = /design/flow/design.v
export SDC_FILE = /design/flow/constraint.sdc
export NUM_CORES = 4
export LEC_CHECK = 1
export CORE_AREA = 10 10 70 70
export DIE_AREA = 0 0 80 80
==> constraint.sdc <==
current_design ReciprocalLUT

set clk_period 2.4
set clk_io_pct 0.2

create_clock -name clk0 -period $clk_period

set non_clock_inputs [all_inputs -no_clocks]
set_input_delay [expr $clk_period * $clk_io_pct] -clock clk0 $non_clock_inputs
set_output_delay [expr $clk_period * $clk_io_pct] -clock clk0 [all_outputs]
==> impl_metrics.csv <==
group,metric,value,unit
synth,synthCells,67,
synth,synth_warnings,1,
critical_path,cp_max_fo,3,
synth,synth_cell_types,22,
final_timing,hold_viol,0,
placement,pre_cts_slack,-0.484,ns
floorplan,core,0.00342,sq mm
power,p_sw_frac,0.388,
final_timing,maxSlewViolCount,0,
floorplan,die_w,80,um
power,power_frac_comb,1.000,
synth,yosys_area,467,sq um
final_timing,tns,0,ns
power,powerDensity,99.8,mW/mm^2
final_timing,fmax,429,MHz
final_layout,clock_buffers,0,
flow_run,warnings,34,
final_layout,flops,0,
synth,adder_share,0.0536,
critical_path,arrival,1.85,ns
detailed_routing,vias_per_cell,3.73,
final_timing,period_needed,2.33,ns
floorplan,chip_area,0.00640,sq mm
critical_path,required,1.92,ns
critical_path,cpMaxStageDelayCell,"clkdlybuf4s50_1",
placement,io_buffers,42,
synth,synthTopCellsByArea,"buf_4, nor4_2, o221ai_1",
critical_path,cp-end-kind,"primary output",
synth,ys_cells,67,
power,p_switching,40.6,uW
final_timing,grt_setup_unrepaired,"yes",
synth,synthTopLogicFamily,"buffers and inverters",
min_path,min_path_type,"input pin to primary output",
final_layout,drive_above_1_share,0.378,
global_routing,grt_pass1_vias,751,
detailed_routing,post_drt_wl_per_cell,12.5,um
detailed_routing,drt-pass1-iter-count,2,
critical_path,cp_cell_sequence,"clkdlybuf4s15_1, ha_2, nand3_2, nor2_4, buf_6, nand2_1, and2_1, clkdlybuf4s50_1",
final_layout,seqCellArea,0,sq um
critical_path,path_buffers,3,
final_timing,fin_crit_sh,0.972,
critical_path,critPathMaxStageDelay,0.41,ns
global_routing,grt_start_max_net_pins,10,
synth,synth-simple-area-share,0.335,
global_routing,grt_use_total,0.0624,
floorplan,num_rows,21,
final_timing,setup_viol,0,
floorplan,initCoreUtil,0.137,
detailed_routing,drcViolationCount,0,
synth,mux_share,0,
global_routing,grt.overflow.total,0,
global_routing,antenna_found_initial,0,
synth,ys_sh_aoi,0.145,
synth,synth-xor-area-share,0.0563,
power,seq_power_share,0,
synth,synth_area,467,sq um
floorplan,fp.dieH,80,um
critical_path,path_class,"input pin to primary output",
final_layout,fillers,373,
flow_run,max-cap-violations,0,
critical_path,start_kind,"input pin",
final_layout,design_area,0.00105,sq mm
detailed_routing,antenna_cells,0,
detailed_routing,final_antenna_net_count,0,
synth,top_area_frac,0.370,
floorplan,ioPinCount,64,
power,internal_power,64.1,uW
detailed_routing,routed_wl,2170,um
global_routing,grt_pass1_wl,3350,um
critical_path,cp_top_family,"buffers and inverters",
synth,seq_area_frac_synth,0,
final_layout,area_growth,125,%
synth,yosysTopAreaCell,"buf_4",
placement,globalplace.congestion,0.892,
final_timing,setup_ws,0.0676,ns
detailed_routing,drt-initial-drc-count,9,
placement,dp_hpwl,1820,um
placement,placed_area,937,sq um
power,irDropWorstVdd,0.0000265,V
power,power_frac_clock,0,
power,leakagePower,0.000472,uW
final_timing,worst_hold_slack,1.57,ns
status,status,"complete, no violations",
detailed_routing,vias,646,
final_layout,fin_util,0.307,
synth,avgSynthCellArea,6.97,sq um
[repair_timing]
item,in CTS,in global routing
resized,68,17
hold buffers,0,0
setup endpoints to repair,10,9
setup buffers,8,1
pin swaps,14,9
[routing by layer]
layer,GRT usage,routed length (um)
met5,0,0
met2,0.104,946
met4,0.00176,0
met1,0.0812,1010
met3,0.0182,208
[kinds of logic (layout without fill, tap and decap cells)]
family / after synthesis / count (layout)
simple gates: 26 / 26
buf+inv: 27 / 66
other cells: 1 / 22
compound gates: 8 / 8
fa+ha+maj: 2 / 2
xor+xnor: 3 / 3
[placed cells by master (no fill, tap or decap), types with 4 or more instances in the layout]
cell              n
conb_1           22
dlygate4sd2_1    19
buf_4            15
clkdlybuf4s15_1   9
buf_6             6
nor4_2            5
clkdlybuf4s50_1   5
clkbuf_2          4
buf_2             4
[worst paths after layout]
check / depth (start not counted) / endpoint / startpoint
worst max-delay path: 8 / f0[31] / d[24]
worst min-delay path: 5 / f0[23] / d[23]
[Yosys cell counts, types with 2 or more instances]
cell / number
nand3_1: 6
nor3_1: 2
inv_1: 3
nor2_1: 4
xnor2_1: 2
nor4_2: 3
ha_1: 2
o221ai_1: 4
and2_1: 3
buf_4: 23
nand2_1: 2
nor4_1: 3
[cell type report]
cell class	count	area (sq um)	share of cell area
timing repair buffer	63	539	0.514
inverter	3	11.3	0.0107
multi-input combinational	61	442	0.421
tap	46	57.6	0.0548
[per-stage QoR]
step | instances | total power (uW)
finish | 173 | 105
global route | 173 | 117
CTS | 172 | 104
detailed placement | 164 | 115
global placement | 164 | 115
floorplan | 88 | 46.2
[power by group through the flow]
stage / clock network (uW) / registers (uW) / logic (uW)
6_report: 0 / 0 / 105
5_1_grt: 0 / 0 / 117
4_1_cts: 0 / 0 / 104
Power and IR drop assume default switching activity.
